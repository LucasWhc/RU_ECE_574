`flow/config.mk`:
```
export PLATFORM = sky130hd
export DESIGN_NAME = CLA8Bit
export DESIGN_NICKNAME = CLA8Bit
export VERILOG_FILES = /design/flow/design.v
export SDC_FILE = /design/flow/constraint.sdc
export NUM_CORES = 4
export LEC_CHECK = 1
export CORE_AREA = 10 10 70 70
export DIE_AREA = 0 0 80 80
```
`flow/constraint.sdc`:
```
current_design CLA8Bit

set clk_period 4.2
set clk_io_pct 0.2

create_clock -name clk0 -period $clk_period

set non_clock_inputs [all_inputs -no_clocks]
set_input_delay [expr $clk_period * $clk_io_pct] -clock clk0 $non_clock_inputs
set_output_delay [expr $clk_period * $clk_io_pct] -clock clk0 [all_outputs]
```
`flow/design.v`:
```
module CLA4Bit(A,B,carryIn,carryOut,PG,GG,Sum);
  input[3:0] A,B;
  input carryIn;
  output carryOut;
  output PG;
  output GG;
  output[3:0] Sum;
  wire[3:0] G,P,C;
  assign G=A&B;
  assign P=A^B;
  assign Sum=P^C;
  assign C[0]=carryIn;
  assign C[1]=G[0]|(P[0]&C[0]);
  assign C[2]=G[1]|(P[1]&G[0])|(P[1]&P[0]&C[0]);
  assign C[3]=G[2]|(P[2]&G[1])|(P[2]&P[1]&G[0])|(P[2]&P[1]&P[0]&C[0]);
  assign PG=P[3]&P[2]&P[1]&P[0];
  assign GG=G[3]|(P[3]&G[2])|(P[3]&P[2]&G[1])|(P[3]&P[2]&P[1]&G[0]);
endmodule
module CLA8Bit(A,B,carryIn,carryOut,Sum);
  input[7:0] A,B;
  input carryIn;
  output carryOut;
  output[7:0] Sum;
  wire P3,P7;
  wire g3,g7;
  wire C3,C7;
  CLA4Bit block1(A[3:0],B[3:0],carryIn,C3,P3,g3,Sum[3:0]);
  CLA4Bit block2(A[7:4],B[7:4],C3,C7,P7,g7,Sum[7:4]);
endmodule
```
`flow/run.sh`:
```
#!/bin/bash
# OpenROAD 26Q1-2900-gdf79404cd8, Yosys 0.63+post, stock flow scripts
make -C /OpenROAD-flow-scripts/flow DESIGN_CONFIG=/design/flow/config.mk WORK_HOME=/design/flow/orfs finish
```
==> impl_metrics.env <==
# yosys + openroad results
export IMPL_status="completed"
export IMPL_area_growth_pct=106
export IMPL_antenna_found_initial=0
export IMPL_diodes=0
export IMPL_final_layout_top_logic_cell="clkdlybuf4s50_1"
export IMPL_synth_cells=32
export IMPL_total_power_uw=69.3
export IMPL_fp_dieH_um=80
export IMPL_ys_cells=32
export IMPL_chip_area_um2=6400
export IMPL_fin_crit_sh=0.806
export IMPL_avgSynthCellArea_um2=8.48
export IMPL_yosys_area_share_aoi=0.217
export IMPL_drc_errors=0
export IMPL_startpoint="A[5]"
export IMPL_final_area_um2=558
export IMPL_num_vias=278
export IMPL_grt_pass1_vias=286
export IMPL_leakage_nw=0.229
export IMPL_fp_util=0.0795
export IMPL_postCtsResizedCells=0
export IMPL_ff_count=0
export IMPL_hold_slack_ns=2.75
export IMPL_wl_per_cell_um=8.20
export IMPL_detail_route_antenna_nets=0
export IMPL_top_area_frac=0.230
export IMPL_hold_start="A[7]"
export IMPL_gp_congestion=0.778
export IMPL_fmax_mhz=295
export IMPL_ys_types=14
export IMPL_wl_um=828
export IMPL_mux_share=0
export IMPL_min_path_cells=4
export IMPL_end_kind="output pin"
export IMPL_cts_setup_buffers=0
export IMPL_hold_viol=0
export IMPL_path_max_fanout=2
export IMPL_gr_total_overflow=0
export IMPL_setup_viol=0
export IMPL_regArea_um2=0
export IMPL_core_um2=3420
export IMPL_final_cell_mix="clkdlybuf4s50_1 (24), inv_1 (7), xnor2_1 (6)"
export IMPL_placed_area_um2=558
export IMPL_hpwl_um=806
export IMPL_syn_area_um2=272
export IMPL_dp_cells=101
export IMPL_synth_top_cell_by_area="ha_1"
export IMPL_num_rows=21
export IMPL_die_w_um=80
export IMPL_path_class="input port to output pin"
export IMPL_slew_viol_final=0
export IMPL_stdcell_count=101
export IMPL_synthXorXnorAreaFrac=0.226
export IMPL_critPathLaunchType="input port"
export IMPL_holdCritPathClass="input port to output pin"
export IMPL_io_buffers=24
export IMPL_synthTopLogicFamily="adder cells"
export IMPL_warnings=32
export IMPL_synth_chip_area_um2=272
export IMPL_yosys_area_share_simple=0.0138
export IMPL_yosys_area_share_adder=0.378
export IMPL_period_minus_slack_ns=3.39
export IMPL_grt_first_pass_wirelength_mm=1.29
export IMPL_ctsHoldBuffers=0
export IMPL_worst_ir_drop_vdd_mv=0.0264
export IMPL_hold_path_endpoint="Sum[7]"
export IMPL_drt_vias_per_instance=2.75
export IMPL_critPathRequiredTime_ns=3.36
export IMPL_powerDensity_nw_per_um2=124
export IMPL_pin_count=26
export IMPL_grt_max_degree=4
export IMPL_drive_gt1_frac=0.0545
export IMPL_grt_total_usage=0.0234
export IMPL_max_cap_violations=0
export IMPL_worstPathArrival_ns=2.55
export IMPL_clockBufferCount=0
export IMPL_drtIter0Drc=1
export IMPL_yosysWarnings=2
export IMPL_yosysSeqAreaShare=0
export IMPL_fin_tns_setup_ns=0
export IMPL_drtPass1Iterations=2
export IMPL_area_leaders="ha_1 (23%), xnor2_1 (19%), fa_1 (15%)"
export IMPL_rsz0062_at_grt="false"
## worst max path at each step
stage / end / slack, ns
after CTS: Sum[7] / 0.79
after global routing: Sum[3] / 0.71
final: Sum[7] / 0.81
## where the power goes
part	switching (mW)	internal, mW
combinational	0.0198	0.0495
clock	0	0
sequential	0	0
total	0.0198	0.0495
## layer usage
layer / share of wire / up-vias / global-route usage
li1: - / 146 / -
met3: 0.13 / 0 / 0.00909
met2: 0.45 / 15 / 0.0377
met5: 0 / - / 0
met4: 0 / 0 / 0
met1: 0.42 / 117 / 0.0306
## logic make-up (layout without fill, tap and decap cells)
| group | after synthesis | count (layout) |
|---|---|---|
| buf+inv | 9 | 31 |
| fa+ha+maj | 7 | 7 |
| compound gates | 7 | 7 |
| xor+xnor | 7 | 7 |
| other cells | 1 | 2 |
| simple gates | 1 | 1 |
## worst max-delay path, stage by stage
cell	delay (ns)
clkdlybuf4s50_1	0.42
ha_1	0.29
a31o_1	0.23
a21oi_2	0.14
xnor2_1	0.14
clkdlybuf4s50_1	0.49
## synthesized netlist by cell type
cell	n
xor2_1	1
a211oi_2	1
inv_1	7
a31o_1	1
nand2_1	1
a21o_1	1
ha_1	5
buf_4	2
xnor2_1	6
o21ai_0	1
conb_1	1
o21bai_1	1
a21oi_2	2
fa_1	2
## through the flow
step / utilization / worst slack (ns)
2_1_floorplan: - / 1.81
3_3_place_gp: 0.163 / 0.806
3_5_place_dp: 0.163 / 0.789
4_1_cts: 0.163 / 0.790
5_1_grt: 0.163 / 0.710
6_report: 0.163 / 0.814
## cell type report
class              instances  area [um^2]
repair buffers            24          240
fillers                  395         2860
well taps                 46         57.6
inverters                  7         26.3
multi-input cells         24          234
Power is estimated from default activity; no workload was simulated.
