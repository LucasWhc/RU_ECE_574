[design/flow/run.sh]
#!/bin/bash
# OpenROAD 26Q1-2900-gdf79404cd8, Yosys 0.63+post, stock flow scripts
make -C /OpenROAD-flow-scripts/flow DESIGN_CONFIG=/design/flow/config.mk WORK_HOME=/design/flow/orfs finish
[design/flow/config.mk]
export PLATFORM = sky130hd
export DESIGN_NAME = fsm_three
export DESIGN_NICKNAME = fsm_three
export VERILOG_FILES = /design/flow/design.v
export SDC_FILE = /design/flow/constraint.sdc
export NUM_CORES = 4
export LEC_CHECK = 1
export CORE_AREA = 10 10 70 70
export DIE_AREA = 0 0 80 80
[design/flow/constraint.sdc]
current_design fsm_three

set clk_period 1.2
set clk_io_pct 0.2

create_clock -name clk0 -period $clk_period [get_ports {clk}]

set non_clock_inputs [all_inputs -no_clocks]
set_input_delay [expr $clk_period * $clk_io_pct] -clock clk0 $non_clock_inputs
set_output_delay [expr $clk_period * $clk_io_pct] -clock clk0 [all_outputs]
[design/flow/design.v]
module fsm_three(clk,rst,x,z);
  input clk,rst,x;
  output reg z;
  parameter S0=2'b0,S1=2'd1,S2=2'd2,S3=2'd3;
  reg [1:0] N_S,C_S;
  always @(x,C_S)
    begin
      case(C_S)
        2'b0:if(x)
          N_S=S1;
        else
          N_S=S0;
        2'b01:if(x)
          N_S=S2;
        else
          N_S=S1;
        2'b10:if(x)
          N_S=S3;
        else
          N_S=S2;
        2'b11:if(x)
          N_S=S1;
        else
          N_S=S3;
        default:N_S=C_S;
      endcase
    end
  always @(posedge clk)
    if(rst)
      C_S<=S0;
  else
    C_S<=N_S;
  always @(posedge clk)
    if(rst)
      z<=1'b0;
  else
    case(N_S)
      2'b00:z<=1'b1;
      2'b01:z<=1'b0;
      2'b10:z<=1'b0;
      2'b11:z<=1'b1;
    endcase
endmodule
==> COMMIT_EDITMSG <==
Record implementation results from latest flow run

* Status: finished, final reports clean
* Register bit total from synthesis: 5
- Count of fill cells added during filler insertion: ~400
- The final weighted congestion recorded by global placement is 0.696.
* Via/cell ratio: between 2 and 2.5
* Number of CTS-inserted buffers: 3
* Top post-synthesis cells by area: sky130_fd_sc_hd__dfxtp_1 (51%), sky130_fd_sc_hd__mux2i_1 (10%), sky130_fd_sc_hd__nor2_1 (7.7%), sky130_fd_sc_hd__nor3b_1 (7.7%), sky130_fd_sc_hd__buf_6 (5.8%)
* Core area: 0.00342 mm2
- Critical path cell sequence: clkdlybuf4s50_1, nor3b_1, nor4_1
- Via total after detailed routing: approximately 160
- Wire length of the first global-routing pass: approximately 740 um
* First-iteration detailed-routing DRC count: 19
- After clock tree synthesis, the setup repair step added 0 buffers.
- Total number of yosys warnings: 1
- Slew @ Worst Pin: 0.281 ns
* Tally of non-filler cells in the final layout: 72
- Final Critical Period: around 1.1 ns
* Fin crit share: 0.906
* First-pass iteration count of the detailed router: 3
* Post-cts resize count: 1
- The last timing report of the flow puts the setup violation total at 0.
- Maximum VDD drop: 0.000297 V
- Worst reg2reg path depth: 2
* Sequential-to-total area share from yosys stat: 0.513
- Routing resource usage on met3 recorded by global route was 0.0250.
- Worst setup skew after layout: approximately 0.0021 ns
- DRT antenna net count: 0
* Global-route track usage on met1: 0.0153
- Per the run summary, max-cap violations total 0.
- In the final report, the number of pins over their slew limit comes to 0.
* Reg-to-reg startpoint: C_S[2]
* Die footprint: ~0.0064 mm2
- I/O Pins: 4
- Hold Crit Endpoint: C_S[0]
* M2 GR Usage: 0.0169
- Data required time at the worst endpoint: about 1.4 ns
- Checking hold timing, the worst path is listed with class flop to flop.
* Largest delay share family, worst path: buffers and inverters
* Pin count of the biggest net entering global routing: 7
* Clock Root Buffer: sky130_fd_sc_hd__clkbuf_4
- Source of the worst hold timing path: C_S[0]
- Number of standard cells after synthesis: 19
- For this run, the total global-route usage over all layers was measured as 0.0160.
- Across all register-to-register paths, the minimum setup slack is approximately 0.37 ns.
* Half-perimeter wire length after placement: between 300 and 400 um
* DRC violation count after routing: 0
- The worst register-to-register path ends at z.
- TritonCTS built the clock tree.
* Placed cell count: just under 70
- Worst Hold Path Cells: 1
* Clk pin slew, worst setup/hold paths: about 0.04 ns
- Power density over cell area: about 1400 mW/mm2
- CP max stage cell: sky130_fd_sc_hd__clkdlybuf4s50_1
- Largest area contributor in the netlist: sky130_fd_sc_hd__dfxtp_1
* Detail-routed net length per standard cell: between 6 and 7 um
* Antenna fix cells: 0
- Maximum level of the CTS H-tree: 1
- In the layout the commonest cells are sky130_fd_sc_hd__dfxtp_1 (5), sky130_fd_sc_hd__nor2_1 (4), sky130_fd_sc_hd__clkbuf_4 (3).
- Synthesis instantiated 10 different standard cells from the library.
- In this run the layout overhead on the synthesized area is reported as 59.0%.
* Busiest metal layer after global routing: met3
* Number of buffers on the longest clock path: 2
- Clock sinks: 5
- For this configuration, the core starts out at a cell density of 0.0571.
- The initial antenna violation count is 0.
- The layout summary lists the proportion of cells stronger than drive strength 1 as 0.192.
- Late-Pin Clk Latency: between 0.2 and 0.3 ns
* Data arrival time of the worst path: roughly 1.2 ns
* Final count of hold timing violations: 0
- Worst Setup Path Type: input pin to flop
- Input/output buffers: 3
- Crit path capture type: flop
- Summed over all layers, the routed wires come to roughly 430 um.
* Leakage power of the design: 0.113 nW
- In this design, the stage delay of the slowest critical-path cell is ~0.55 ns.
* Number of global-route vias before repair: 173
- Maximum operating frequency: just over 0.9 GHz
- Cells in synth_stat.txt: 19
- Crit path max fanout: 6
* Mean instance size in the synthesized netlist: between 10 and 15 um2
- Counting both buffers and inverters, the worst setup path holds a total of 1.
- Chip area line of the yosys report: 195 um2
* Syn Std Cell Area: roughly 200 um2
* Slew margin rel.: 0.812
- The area fraction of the largest cell type after synthesis is 0.513.
- At the end of the flow the core is filled with cells to 0.0908.
- Number of core rows: 21
- Top logic cell by instance count in the layout: sky130_fd_sc_hd__dfxtp_1
- Recorded from the global router log, the overflow total was 0.
* Setup repair after global routing missed its margin: no
- Type of element launching the critical path: input pin
- The stage logs contain a warning count of 25.
- Min Hold Slack: about 0.46 ns
* Hold bufs inserted after CTS: 0
- The horizontal die dimension reported for this design is roughly 80 um.
- Die extent in y: 80 um
-- per-layer routing --
layer | routed length, um | vias to the layer above | share of wire
met5 | 0 | - | 0
li1 | - | 82 | -
met2 | 111 | 7 | 0.26
met4 | 14 | 0 | 0.032
met3 | 102 | 5 | 0.24
met1 | 204 | 67 | 0.47
-- stage by stage --
stage | setup slack, ns | total power [W] | TNS, ns | instance area, um2
after floorplan | 0.393 | 0.000208 | 0 | 195
after global placement | -0.0770 | 0.000223 | -0.141 | 279
after detailed placement | -0.133 | 0.000226 | -0.344 | 279
after CTS | 0.111 | 0.000424 | 0 | 304
after global routing | 0.0470 | 0.000450 | 0 | 310
final | 0.113 | 0.000422 | 0 | 310
-- how the worst max path moves through the flow --
stage / startpoint / endpoint / slack, ns / cells after the start
5_1_grt: x / z / 0.05 / 3
4_1_cts: x / z / 0.11 / 3
6_report: x / z / 0.11 / 3
-- where the power goes --
group	leakage (nW)	total, W	internal [W]	switching [W]
clock	0.0150	0.000198	0.000126	0.0000722
combinational	0.0571	0.0000380	0.0000227	0.0000153
sequential	0.0413	0.000186	0.000178	0.00000812
-- cell families (layout without fill, tap and decap cells) --
kind of cell,after synthesis,in the layout,share of synthesized area
muxes,2,2,0.103
AOI/OAI and AO/OA,2,2,0.0770
and+or+nand+nor,8,8,0.231
DFF,5,5,0.513
buffers and inverters,2,9,0.0769
-- layout make-up --
class                   instances  area (um2)  area share
clock buffers                   4        26.3      0.0847
repair buffers                  4        36.3       0.117
flip-flops and latches          5         100       0.323
well taps                      46        57.6       0.185
multi-input cells              12        86.3       0.278
inverters                       1        3.75      0.0121
-- sequential cells by signal, indices dropped and copies added, names as in the netlist --
signal  flops
z           1
C_S         4
-- cell usage after synthesis --
library cell and n:
sky130_fd_sc_hd__nor4b_1 1, sky130_fd_sc_hd__nor2_1 4, sky130_fd_sc_hd__a21o_1 1, sky130_fd_sc_hd__nor4_1 1, sky130_fd_sc_hd__inv_1 1, sky130_fd_sc_hd__a211oi_1 1
sky130_fd_sc_hd__nor3b_1 2, sky130_fd_sc_hd__buf_6 1, sky130_fd_sc_hd__dfxtp_1 5, sky130_fd_sc_hd__mux2i_1 2
Power figures rest on the tool's default switching activity, not on a simulated workload.
